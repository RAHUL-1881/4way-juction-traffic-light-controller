==> design.v <==
`timescale 1ms / 1ns
module fourway_traficlight_countroller(clk,reset,l1,l2,l3,l4);
input clk,reset;  
output reg [2:0]l1,l2,l3,l4;  
reg [11:0]state = 12'b100001001001;  
reg [6:0]count=7'b0000000;  
always @ (posedge clk) begin  
if (reset)  
state <= 12'b100001001001;
else begin
case (state) 
12'b100001001001 : begin
count <= count+1;                
if (count == 4)begin                
state <= 12'b100010001001;
count <= 0;
end
else 
state <= 12'b100001001001;
end
12'b100010001001 : begin
count <= count+1;
if (count == 2)begin
state <= 12'b001100001001;            
count <= 0;
end
else 
state <= 12'b100010001001;
end
12'b001100001001 : begin
count <= count+1;
if (count == 4)begin
state <= 12'b001100010001;           
count <= 0;
end
else 
state <= 12'b001100001001;
end
12'b001100010001 : begin
count <= count+1;
if (count == 2)begin
state <= 12'b001001100001;            
count <= 0;
end
else 
state <= 12'b001100010001;
end
12'b001001100001 : begin
count <= count+1;
if (count == 4)begin
state <= 12'b001001100010;            
count <= 0;
end
else 
state <= 12'b001001100001;
end
12'b001001100010 : begin
count <= count+1;
if (count == 2)begin
state <= 12'b001001001100;            
count <= 0;
end
else 
state <= 12'b001001100010;
end
12'b001001001100 : begin
count <= count+1;
if (count == 4)begin
state <= 12'b010001001100;            
count <= 0;
end
else 
state <= 12'b001001001100;
end
12'b010001001100 : begin
count <= count+1;
if (count == 2)begin
state <= 12'b100001001001;            
count <= 0;
end
else 
state <= 12'b010001001100;
end
endcase
end
l1 <= state[11:9];
l2 <= state[8:6];
l3 <= state[5:3];
l4 <= state[2:0];
end
endmodule
==> run.sh <==
#!/bin/bash
# OpenROAD 26Q1-2900-gdf79404cd8, Yosys 0.63+post, stock flow scripts
make -C /OpenROAD-flow-scripts/flow DESIGN_CONFIG=/design/flow/config.mk WORK_HOME=/design/flow/orfs finish
==> config.mk <==
export PLATFORM = sky130hd
export DESIGN_NAME = fourway_traficlight_countroller
export DESIGN_NICKNAME = fourway_traficlight_countroller
export VERILOG_FILES = /design/flow/design.v
export SDC_FILE = /design/flow/constraint.sdc
export NUM_CORES = 4
export LEC_CHECK = 1
export CORE_AREA = 10 10 112 112
export DIE_AREA = 0 0 122 122
==> constraint.sdc <==
current_design fourway_traficlight_countroller

set clk_period 3.3
set clk_io_pct 0.2

create_clock -name clk0 -period $clk_period [get_ports {clk}]

set non_clock_inputs [all_inputs -no_clocks]
set_input_delay [expr $clk_period * $clk_io_pct] -clock clk0 $non_clock_inputs
set_output_delay [expr $clk_period * $clk_io_pct] -clock clk0 [all_outputs]
==> metrics.yaml <==
status: "finished, final reports clean"
die_h_um: 122
cp_max_fo: 7
root_buffer: "clkbuf_8"
io_buffer_count: 13
clkSinkCount: 31
num_rows: 37
hold_class: "reg -> reg"
synth.distinct_cells: 57
rrSetupSlack_ps: 940
yosys_warnings: 1
post_cts_resized: 0
ys_seq_frac: 0.410
clock_path_buffers: 2
p_leak_nw: 0.717
regArea_sq_um: 691
synth-edff-count: 7
power_density_mw_per_mm2: 373
path_delay_family: "AND-OR/OR-AND gates"
synth-area-yosys_sq_mm: 0.00169
drive_gt1_frac: 0.136
ff2ff_path_depth: 5
fill_cells: 1084
numCtsBuffers: 5
max_freq_ghz: 0.424
arrival_ps: 2270
slowest_stage: "a21oi_1"
cpPeakStageDelay_ps: 580
drv_cap: 0
dieArea_sq_mm: 0.0149
syn_area_sq_mm: 0.00169
firstDrtPassIters: 4
layout_top_cell: "dfxtp_1"
gr-total-overflow: 0
track_usage: 0.0495
hold_buffers: 0
grt_use_met2: 0.0744
die_w_um: 122
clk_latency_ps: 280
flop_cell: "dfxtp_1"
core_region_area_sq_mm: 0.0102
drt-total-wl_um: 3780
fp_util: 0.165
warning_count: 27
cp-end-kind: "flip-flop"
drc: 0
clk_pin_slew_worst_paths_ps: 60
grt.met3_usage: 0.0131
grt_pass1_wl_um: 6140
critPathKind: "reg -> reg"
place_congestion: 0.988
diodes: 0
grt_use_met1: 0.0688
cts_tree: "done"
cp_num_cells: 5
final-hold-violation-count: 0
grt_max_degree: 13
async_reset_ff_frac: 0
io_pins: 14
synth.avg_cell_area_sq_um: 10.5
cp_cell_sequence: "nor4b_4 > a32oi_2 > o31ai_4 > nand2_1 > a21oi_1"
ant_nets: 0
grt_antenna_before_repair: 0
crit_start: "state[8]"
skew_ps: 5.27
layout_top_cells: "dfxtp_1, nand2_1, clkdlybuf4s50_1"
startpoint_type: "flip-flop"
cp-endpoint: "count[6]"
ys_ff: 31
ir_drop_v: 0.000161
comb_area_sq_um: 933
ys_cells: 160
num_vias: 1339
slew-limit-headroom: 0.543
synthCells: 160
postCtsSetupRepairBufs: 0
viasPerCell: 4.29
finalMaxSlewViolations: 0
setup-tns-final_ps: 0
tightest_slew_ps: 686
r2r_start: "state[8]"
cp.required_ps: 3210
finalCritPeriodShare: 0.715
place_hpwl_um: 2770
min_path_cells: 0
grt_pass1_vias: 1242
fin_hold_ws_ps: 472
wl_per_cell_um: 12.1
rsz0062_at_grt: "no"
rr_endpoint: "count[6]"
finalSetupViolCount: 0
finalCriticalPeriod_ps: 2360
cp_num_buf_inv: 0
top_usage_layer: "met2"
cts_max_level: 2
syn_to_final_growth_pct: 20.4
first_iter_violations: 83
[synth_stat cells (all sizes together) (4+ instances only)]
master | n | area [sq um]
nor3 | 4 | 20.0
xnor2 | 6 | 52.6
nand2b | 5 | 31.3
edfxtp | 7 | 210
inv | 4 | 15.0
nor2b | 4 | 25.0
nor4b | 8 | 151
nor2 | 8 | 30.0
a21oi | 7 | 38.8
nand2 | 13 | 48.8
nand3 | 11 | 55.1
o21ai | 6 | 30.0
buf | 4 | 42.5
and3 | 5 | 37.5
dfxtp | 24 | 480
[how the worst min path moves through the flow]
stage	from	endpoint
finish	state[2]	l4[2]
CTS	state[4]	l3[1]
global route	state[3]	l3[0]
[kinds of logic (layout without fill, tap and decap cells)]
family                     Yosys count  after routing  share of synthesized area
AOI/OAI and AO/OA                   38             38                      0.179
and+or+nand+nor                     71             71                      0.311
adders and majority gates            3              3                     0.0223
buffers and inverters                9             25                     0.0364
DFF                                 31             31                      0.410
xor gates and xnor gates             8              8                     0.0416
[routing by layer]
| metal | share of wire | routed length, um |
|---|---|---|
| met4 | 0.023 | 86 |
| met2 | 0.43 | 1620 |
| met5 | 0 | 0 |
| met1 | 0.45 | 1690 |
| met3 | 0.10 | 389 |
[stage by stage]
step | util | cell area (sq um) | worst slack, ps | cells | power [mW]
2_1_floorplan | - | 1690 | 1280 | 160 | 0.456
5_1_grt | 0.198 | 2030 | 763 | 312 | 0.794
4_1_cts | 0.198 | 2030 | 891 | 312 | 0.768
6_report | 0.198 | 2030 | 940 | 312 | 0.758
3_5_place_dp | 0.190 | 1940 | 926 | 304 | 0.467
3_3_place_gp | 0.190 | 1940 | 886 | 304 | 0.465
[registers in the layout, indices dropped and copies added (netlist names)]
register	cells
count	7
l1	3
l2	3
l3	3
l4	3
state	12
[report_power, final]
part / internal (mW) / total (mW) / switching, mW
combinational: 0.0205 / 0.0417 / 0.0212
clock: 0.167 / 0.298 / 0.132
sequential: 0.404 / 0.418 / 0.0141
[cell type report]
type	count	share of cell area
multi-input combinational	120	0.460
inverter	4	0.00740
tap	136	0.0838
sequential	31	0.340
clock inverter	1	0.00185
clock buffer	7	0.0425
timing repair buffer	13	0.0641
No activity file was given, so power comes from the tool's default toggle rates.
